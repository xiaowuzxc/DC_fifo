==> ./design.v <==
`timescale 1ns/1ns
module fifo_async #(
    parameter   DSIZE = 8, 
    parameter   ASIZE = 10 
)
(
    input  wire             rst_n, 
    input  wire             wclk, 
    input  wire [DSIZE-1:0] wdata, 
    input  wire             w_en, 
    output wire             w_full, 
    output reg  [ASIZE-1:0] wuse, 
    input  wire             rclk, 
    output reg  [DSIZE-1:0] rdata, 
    output wire             r_empty, 
    input  wire             r_en, 
    output reg 				r_ok, 
    output reg  [ASIZE-1:0] ruse 
);
reg  [DSIZE-1:0] buffer [(1<<ASIZE)-1:0];   
reg [ASIZE:0] wptr, 
wq_wptr_grey,  
rq1_wptr_grey,  
rq2_wptr_grey, 
w2rptr; 
wire [ASIZE:0]wptr_grey; 
reg [ASIZE:0] rptr,  
rq_rptr_grey,  
wq1_rptr_grey,  
wq2_rptr_grey,  
r2wptr; 
wire [ASIZE:0]rptr_grey;  
assign wptr_grey = (wptr >> 1) ^ wptr; 
integer i;
always @ (wq2_rptr_grey) 
begin    
    r2wptr[ASIZE-1]=wq2_rptr_grey[ASIZE-1];    
    for(i=ASIZE-2;i>=0;i=i-1)        
        r2wptr[i]=r2wptr[i+1]^wq2_rptr_grey[i]; 
end
assign rptr_grey = (rptr >> 1) ^ rptr; 
integer j;
always @ (rq2_wptr_grey) 
begin    
    w2rptr[ASIZE-1]=rq2_wptr_grey[ASIZE-1];    
    for(j=ASIZE-2;j>=0;j=j-1)        
        w2rptr[j]=w2rptr[j+1]^rq2_wptr_grey[j]; 
end
always @ (posedge wclk or negedge rst_n) 
    if(~rst_n)
        wq_wptr_grey <= 0;
    else
        wq_wptr_grey <= wptr_grey;
always @ (posedge rclk or negedge rst_n) 
    if(~rst_n)
        rq1_wptr_grey <= 0;
    else
        rq1_wptr_grey <= wq_wptr_grey;
always @ (posedge rclk or negedge rst_n) 
    if(~rst_n)
        rq2_wptr_grey <= 0;
    else
        rq2_wptr_grey <= rq1_wptr_grey;
always @ (posedge rclk or negedge rst_n) 
    if(~rst_n)
        rq_rptr_grey <= 0;
    else
        rq_rptr_grey <= rptr_grey;
always @ (posedge wclk or negedge rst_n) 
    if(~rst_n)
        wq1_rptr_grey <= 0;
    else
        wq1_rptr_grey <= rq_rptr_grey;
always @ (posedge wclk or negedge rst_n) 
    if(~rst_n)
        wq2_rptr_grey <= 0;
    else
        wq2_rptr_grey <= wq1_rptr_grey;
assign w_full  = wq2_rptr_grey == {~wptr_grey[ASIZE:ASIZE-1], wptr_grey[ASIZE-2:0]}; 
assign r_empty = rq2_wptr_grey == rptr_grey; 
always @ (posedge wclk or negedge rst_n)
    if(~rst_n)  
        wptr <= 0;
    else 
    begin
        if(w_en & ~w_full)
        begin
            wptr <= wptr + 1; 
        	buffer[wptr[ASIZE-1:0]] <= wdata; 
        end
    end
reg [DSIZE-1:0] rddata; 
reg [DSIZE-1:0] keepdata; 
always @ (posedge rclk or negedge rst_n)
    if(~rst_n)  
    begin
        r_ok <= 1'b0;
        rptr <= 0;
        keepdata <= 0;
    end 
    else 
    begin
        if(~r_empty & r_en)
        begin
            rptr <= rptr + 1; 
            rdata <= buffer[rptr[ASIZE-1:0]]; 
            r_ok <= 1'b1;
        end
        else
        	r_ok <= 1'b0;
    end
always @ (posedge wclk or negedge rst_n)
    if(~rst_n)
        wuse <= 0;
    else
        wuse <= wptr-r2wptr;
always @ (posedge rclk or negedge rst_n)
    if(~rst_n)
        ruse <= 0;
    else
        ruse <= w2rptr-rptr;
endmodule
==> ./run.sh <==
#!/bin/bash
# OpenROAD 26Q1-2900-gdf79404cd8, Yosys 0.63+post, stock flow scripts
make -C /OpenROAD-flow-scripts/flow DESIGN_CONFIG=/design/flow/config.mk WORK_HOME=/design/flow/orfs finish
==> ./config.mk <==
export PLATFORM = sky130hd
export DESIGN_NAME = fifo_async
export DESIGN_NICKNAME = fifo_async
export VERILOG_FILES = /design/flow/design.v
export SDC_FILE = /design/flow/constraint.sdc
export NUM_CORES = 4
export LEC_CHECK = 1
export CORE_UTILIZATION = 50
==> ./constraint.sdc <==
current_design fifo_async

set clk_period 15.9
set clk_io_pct 0.2

create_clock -name clk0 -period $clk_period [get_ports {rclk}]
create_clock -name clk1 -period $clk_period [get_ports {wclk}]

set non_clock_inputs [all_inputs -no_clocks]
set_input_delay [expr $clk_period * $clk_io_pct] -clock clk0 $non_clock_inputs
set_output_delay [expr $clk_period * $clk_io_pct] -clock clk0 [all_outputs]
==> Changelog: implementation <==
## Flow update

* Floorplan core density at 50.31%
* HPWL Detailed at 2358000 µm
* Die width at 797.6 µm
* Synth area leader: edfxtp_1
* Number of global-route vias before repair at 324957
* Synth Seq Share at 78.65%
* Yosys Chip Area at 316500 µm²
* Last step reached: global routing
* Async SR Flop Fraction at 1.312%
* Commonest flop: edfxtp_1
* CTS sink cnt at 8309
* Warnings, synthesis at 4
* Error: [ERROR GRT-0116] Global routing finished with congestion. Check the congestion regions in the DRC Viewer.
* Status: did not finish
* DIE HEIGHT at 797.6 µm
* Cells after Synth at 19704
* Post-synthesis cell area at 316500 µm²
* Largest net degree at the start of global routing at 122
* Dominant cell area share at 77.79%
* First-pass GRT wire length at 4131000 µm
* Cell Type Count at 74
* Dpl cells at 30235
* Post CTS Setup Buffer Count at 0
* Yosys Instances at 19704
* Count of input and output buffers at 42
* Syn Area/Cell at 16.06 µm²
* Ys flops at 8309
* GPL Wtd Cong at 1.994
* CTS Hold Bufs at 21
* All-Layer GR Usage at 119.0%
* # IOs at 44
* Post-synth EDFFs at 8200
* # rows at 291
* Remaining Overflow, GRT at 125774
* PostCTS Resize Cnt at 0
* Biggest area cells: edfxtp_1 (78%), a32oi_1 (3.4%), a22oi_1 (3.2%)
cells by family after synthesis:
logic type	synth area share, %
AND-OR/OR-AND	8.930
multiplexers	0.02767
AND/OR/NAND/NOR	10.41
buffers and inverters	1.518
flip-flops	78.65
adder cells (fa/ha/maj)	0.2735
XOR/XNOR	0.1882
synthesized netlist by cell type, types with 5 or more instances:
cell and number:
a31oi_1 42, nand3b_1 5, or3_1 11, nand4_1 981, dfrtp_1 109, a32o_1 123, nand3_1 1692, a211o_1 5
a221o_1 88, and2_1 98, a2111oi_0 218, a211oi_1 13, a32oi_1 1236, nor2_1 1781, a21boi_0 6, buf_1 180
o31ai_1 5, xnor2_1 35, a222oi_1 6, nand3_2 6, ha_1 66, o21ai_0 67, nand2_1 657, xor2_1 33
a21oi_1 80, edfxtp_1 8200, a22o_1 84, a22oi_1 1364, o221ai_1 7, o22ai_1 57, inv_1 43, nor3_1 74
or4_1 92, and2_0 17, clkbuf_1 875, a221oi_1 53, buf_2 124, nor4_1 311, or4b_2 5, a2111o_1 9
and3_1 739, and4_1 45
per-stage QoR:
stage / instance area, µm² / worst slack [ns]
floorplan: 316500 / 11.09
global placement: 352400 / 6.559
detailed placement: 353700 / 7.211
CTS: 379400 / 7.187
layer usage:
layer | GRT overflow | GRT usage [%]
met1 | 53798 | 142.2
met2 | 50465 | 131.4
met3 | 12755 | 99.65
met4 | 7598 | 94.72
met5 | 1158 | 89.51
